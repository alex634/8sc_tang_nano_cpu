`./run.sh`:
```
#!/bin/bash
# OpenROAD 26Q1-2900-gdf79404cd8, Yosys 0.63+post, stock flow scripts
make -C /OpenROAD-flow-scripts/flow DESIGN_CONFIG=/design/flow/config.mk WORK_HOME=/design/flow/orfs finish
```
`./config.mk`:
```
export PLATFORM = sky130hd
export DESIGN_NAME = top
export DESIGN_NICKNAME = top
export VERILOG_FILES = /design/flow/design.v
export SDC_FILE = /design/flow/constraint.sdc
export NUM_CORES = 4
export LEC_CHECK = 1
export CORE_UTILIZATION = 30
```
`./constraint.sdc`:
```
current_design top

set clk_period 21.0
set clk_io_pct 0.2

create_clock -name clk0 -period $clk_period [get_ports {clk}]

set non_clock_inputs [all_inputs -no_clocks]
set_input_delay [expr $clk_period * $clk_io_pct] -clock clk0 $non_clock_inputs
set_output_delay [expr $clk_period * $clk_io_pct] -clock clk0 [all_outputs]
```
`./design.v`:
```
module alu 
# 
(
    parameter WIDTH = 8
)
(
    input wire [WIDTH - 1 : 0] a,
    input wire [WIDTH - 1 : 0] b,
    output reg [WIDTH - 1 : 0] c,
    input wire [1:0] op,
    output wire gt
);
assign gt = a > b;
always @ (a or b or op) begin
    case (op)
        2'b00: c = a + b;
        2'b01: c = ~(a & b);
        default: c = a >> b;
    endcase
end
endmodule
module control_unit
(
input [2:0] instruction,
output [1:0] op,
output branch,
output ldh,
output rd_ram,
output ldc,
output w_reg,
output w_ram
);
assign op = rom_output[7:6];
assign branch = rom_output[5];
assign ldh = rom_output[4];
assign rd_ram = rom_output[3];
assign ldc = rom_output[2];
assign w_reg = rom_output[1];
assign w_ram = rom_output[0];
reg [7:0] rom_output;
always @ (instruction) begin
    case (instruction)
        0: rom_output = 8'b00000010;
        1: rom_output = 8'b01000010;
        2: rom_output = 8'b10000010;
        3: rom_output = 8'b00100000;
        4: rom_output = 8'b00001010;
        5: rom_output = 8'b00000001;
        6: rom_output = 8'b00000110;
        7: rom_output = 8'b00010110;
    endcase
end
endmodule
module d_flipflop
(
    input d,
    input clk,
    input rst,
    output reg q
);
always @ (posedge clk or posedge rst) begin
    if (rst)
        q = 1'b0;
    else
        q = d;
end
endmodule
module d_register
#(
    parameter WIDTH = 8
)
(
    input [WIDTH - 1 : 0] d ,
    input clk,
    input rst,
    output reg [WIDTH - 1 : 0] q
);
always @ (posedge clk or posedge rst) begin
    if (rst)
        q = 0;
    else
        q = d;
end
endmodule
module instruction_rom
(
    input [7:0] addr,
    output reg [7:0] data
);
    always @ (addr) begin
        case (addr)
            0: data = 8'b11111111;
            1: data = 8'b11011111;
            2: data = 8'b11101111;
            3: data = 8'b11001110;
            4: data = 8'b10010010;
            5: data = 8'b10110000;
            6: data = 8'b11001101;
            7: data = 8'b10110000;
            8: data = 8'b11001100;
            9: data = 8'b10110000;
            10: data = 8'b11001011;
            11: data = 8'b10110000;
            12: data = 8'b11001010;
            13: data = 8'b10110000;
            14: data = 8'b11001001;
            15: data = 8'b10110000;
            16: data = 8'b11111111;
            17: data = 8'b11111111;
            18: data = 8'b11111111;
            19: data = 8'b11111111;
            20: data = 8'b11111111;
            21: data = 8'b11111111;
            22: data = 8'b11111111;
            23: data = 8'b11111111;
            24: data = 8'b11111111;
            25: data = 8'b11111111;
            26: data = 8'b11111111;
            27: data = 8'b11111111;
            28: data = 8'b11111111;
            29: data = 8'b11111111;
            30: data = 8'b11111111;
            31: data = 8'b11111111;
            32: data = 8'b11111111;
            33: data = 8'b11111111;
            34: data = 8'b11111111;
            35: data = 8'b11111111;
            36: data = 8'b11111111;
            37: data = 8'b11111111;
            38: data = 8'b11111111;
            39: data = 8'b11111111;
            40: data = 8'b11111111;
            41: data = 8'b11111111;
            42: data = 8'b11111111;
            43: data = 8'b11111111;
            44: data = 8'b11111111;
            45: data = 8'b11111111;
            46: data = 8'b11111111;
            47: data = 8'b11111111;
            48: data = 8'b11111111;
            49: data = 8'b11111111;
            50: data = 8'b11111111;
            51: data = 8'b11111111;
            52: data = 8'b11111111;
            53: data = 8'b11111111;
            54: data = 8'b11111111;
            55: data = 8'b11111111;
            56: data = 8'b11111111;
            57: data = 8'b11111111;
            58: data = 8'b11111111;
            59: data = 8'b11111111;
            60: data = 8'b11111111;
            61: data = 8'b11111111;
            62: data = 8'b11111111;
            63: data = 8'b11111111;
            64: data = 8'b11111111;
            65: data = 8'b11111111;
            66: data = 8'b11111111;
            67: data = 8'b11111111;
            68: data = 8'b11111111;
            69: data = 8'b11111111;
            70: data = 8'b11111111;
            71: data = 8'b11111111;
            72: data = 8'b11111111;
            73: data = 8'b11111111;
            74: data = 8'b11111111;
            75: data = 8'b11111111;
            76: data = 8'b11111111;
            77: data = 8'b11111111;
            78: data = 8'b11111111;
            79: data = 8'b11111111;
            80: data = 8'b11111111;
            81: data = 8'b11111111;
            82: data = 8'b11111111;
            83: data = 8'b11111111;
            84: data = 8'b11111111;
            85: data = 8'b11111111;
            86: data = 8'b11111111;
            87: data = 8'b11111111;
            88: data = 8'b11111111;
            89: data = 8'b11111111;
            90: data = 8'b11111111;
            91: data = 8'b11111111;
            92: data = 8'b11111111;
            93: data = 8'b11111111;
            94: data = 8'b11111111;
            95: data = 8'b11111111;
            96: data = 8'b11111111;
            97: data = 8'b11111111;
            98: data = 8'b11111111;
            99: data = 8'b11111111;
            100: data = 8'b11111111;
            101: data = 8'b11111111;
            102: data = 8'b11111111;
            103: data = 8'b11111111;
            104: data = 8'b11111111;
            105: data = 8'b11111111;
            106: data = 8'b11111111;
            107: data = 8'b11111111;
            108: data = 8'b11111111;
            109: data = 8'b11111111;
            110: data = 8'b11111111;
            111: data = 8'b11111111;
            112: data = 8'b11111111;
            113: data = 8'b11111111;
            114: data = 8'b11111111;
            115: data = 8'b11111111;
            116: data = 8'b11111111;
            117: data = 8'b11111111;
            118: data = 8'b11111111;
            119: data = 8'b11111111;
            120: data = 8'b11111111;
            121: data = 8'b11111111;
            122: data = 8'b11111111;
            123: data = 8'b11111111;
            124: data = 8'b11111111;
            125: data = 8'b11111111;
            126: data = 8'b11111111;
            127: data = 8'b11111111;
            128: data = 8'b11111111;
            129: data = 8'b11111111;
            130: data = 8'b11111111;
            131: data = 8'b11111111;
            132: data = 8'b11111111;
            133: data = 8'b11111111;
            134: data = 8'b11111111;
            135: data = 8'b11111111;
            136: data = 8'b11111111;
            137: data = 8'b11111111;
            138: data = 8'b11111111;
            139: data = 8'b11111111;
            140: data = 8'b11111111;
            141: data = 8'b11111111;
            142: data = 8'b11111111;
            143: data = 8'b11111111;
            144: data = 8'b11111111;
            145: data = 8'b11111111;
            146: data = 8'b11111111;
            147: data = 8'b11111111;
            148: data = 8'b11111111;
            149: data = 8'b11111111;
            150: data = 8'b11111111;
            151: data = 8'b11111111;
            152: data = 8'b11111111;
            153: data = 8'b11111111;
            154: data = 8'b11111111;
            155: data = 8'b11111111;
            156: data = 8'b11111111;
            157: data = 8'b11111111;
            158: data = 8'b11111111;
            159: data = 8'b11111111;
            160: data = 8'b11111111;
            161: data = 8'b11111111;
            162: data = 8'b11111111;
            163: data = 8'b11111111;
            164: data = 8'b11111111;
            165: data = 8'b11111111;
            166: data = 8'b11111111;
            167: data = 8'b11111111;
            168: data = 8'b11111111;
            169: data = 8'b11111111;
            170: data = 8'b11111111;
            171: data = 8'b11111111;
            172: data = 8'b11111111;
            173: data = 8'b11111111;
            174: data = 8'b11111111;
            175: data = 8'b11111111;
            176: data = 8'b11111111;
            177: data = 8'b11111111;
            178: data = 8'b11111111;
            179: data = 8'b11111111;
            180: data = 8'b11111111;
            181: data = 8'b11111111;
            182: data = 8'b11111111;
            183: data = 8'b11111111;
            184: data = 8'b11111111;
            185: data = 8'b11111111;
            186: data = 8'b11111111;
            187: data = 8'b11111111;
            188: data = 8'b11111111;
            189: data = 8'b11111111;
            190: data = 8'b11111111;
            191: data = 8'b11111111;
            192: data = 8'b11111111;
            193: data = 8'b11111111;
            194: data = 8'b11111111;
            195: data = 8'b11111111;
            196: data = 8'b11111111;
            197: data = 8'b11111111;
            198: data = 8'b11111111;
            199: data = 8'b11111111;
            200: data = 8'b11111111;
            201: data = 8'b11111111;
            202: data = 8'b11111111;
            203: data = 8'b11111111;
            204: data = 8'b11111111;
            205: data = 8'b11111111;
            206: data = 8'b11111111;
            207: data = 8'b11111111;
            208: data = 8'b11111111;
            209: data = 8'b11111111;
            210: data = 8'b11111111;
            211: data = 8'b11111111;
            212: data = 8'b11111111;
            213: data = 8'b11111111;
            214: data = 8'b11111111;
            215: data = 8'b11111111;
            216: data = 8'b11111111;
            217: data = 8'b11111111;
            218: data = 8'b11111111;
            219: data = 8'b11111111;
            220: data = 8'b11111111;
            221: data = 8'b11111111;
            222: data = 8'b11111111;
            223: data = 8'b11111111;
            224: data = 8'b11111111;
            225: data = 8'b11111111;
            226: data = 8'b11111111;
            227: data = 8'b11111111;
            228: data = 8'b11111111;
            229: data = 8'b11111111;
            230: data = 8'b11111111;
            231: data = 8'b11111111;
            232: data = 8'b11111111;
            233: data = 8'b11111111;
            234: data = 8'b11111111;
            235: data = 8'b11111111;
            236: data = 8'b11111111;
            237: data = 8'b11111111;
            238: data = 8'b11111111;
            239: data = 8'b11111111;
            240: data = 8'b11111111;
            241: data = 8'b11111111;
            242: data = 8'b11111111;
            243: data = 8'b11111111;
            244: data = 8'b11111111;
            245: data = 8'b11111111;
            246: data = 8'b11111111;
            247: data = 8'b11111111;
            248: data = 8'b11111111;
            249: data = 8'b11111111;
            250: data = 8'b11111111;
            251: data = 8'b11111111;
            252: data = 8'b11111111;
            253: data = 8'b11111111;
            254: data = 8'b11111111;
            255: data = 8'b11111111;
        endcase
    end
endmodule
module memory
#(
parameter WORD_SIZE = 8,
parameter ADDRESS_SIZE = 8
)
(
input [ADDRESS_SIZE - 1 : 0] addr,
output [WORD_SIZE - 1 : 0] r_data,
input [WORD_SIZE - 1 : 0] w_data,
input w_en,
input rst,
input clk,
output [5:0] leds,
input button
);
integer i;
reg [WORD_SIZE - 1 : 0] mem [0 : 2**ADDRESS_SIZE - 2];
assign r_data = (addr != 2**ADDRESS_SIZE - 1) ? mem[addr]: {7'b0000000, button};
assign leds = {mem[2**ADDRESS_SIZE - 2][0],mem[2**ADDRESS_SIZE - 3][0],mem[2**ADDRESS_SIZE - 4][0],mem[2**ADDRESS_SIZE - 5][0],mem[2**ADDRESS_SIZE - 6][0], mem[2**ADDRESS_SIZE - 7][0]};
always @ (posedge clk or posedge rst) begin
    if (rst) begin
        for (i = 0; i < 2**ADDRESS_SIZE - 1; i = i + 1) begin
            mem[i] = 0;
        end
    end 
    else begin
        if (w_en) begin
            if (addr != 2**ADDRESS_SIZE - 1)
                mem[addr] = w_data;
        end
    end
end
endmodule
module negator
#(
parameter INPUT_WIDTH = 7
)
(
input [INPUT_WIDTH - 1 : 0] in,
input  en,
output [INPUT_WIDTH : 0] out
);
assign out = (en) ? ( (~{1'b0,in}) + 1 ): {1'b0, in}; 
endmodule
module register_file
#
(
parameter DATA_WIDTH = 8,
parameter REGISTER_ID_WIDTH = 2
)
(
    input [REGISTER_ID_WIDTH - 1 : 0] reg1,
    input [REGISTER_ID_WIDTH - 1 : 0] reg2,
    input [REGISTER_ID_WIDTH - 1 : 0] w_reg,
    input [DATA_WIDTH - 1 : 0] w_data,
    input w_en,
    input clk,
    input rst,
    output [DATA_WIDTH - 1 : 0] read1,
    output [DATA_WIDTH - 1 : 0] read2
);
reg [DATA_WIDTH - 1 : 0] data [0 : 2**REGISTER_ID_WIDTH - 1];
integer i;
assign read1 = data [reg1];
assign read2 = data [reg2];
always @ (posedge clk or posedge rst) begin
    if (rst)
    begin
        for (i = 0; i < 2**REGISTER_ID_WIDTH; i = i + 1) begin
            data[i] = 0;
        end
    end else 
    begin
        if (w_en)
            data [w_reg] = w_data;
    end 
end
endmodule
module top
(
    input rst,
    input clk,
    input button,
    output [5:0] leds
);
wire [5:0] raw_leds;
wire [7:0] negator_output;
wire [7:0] pc_counter_adder_a;
wire [7:0] pc_counter_adder_out;
wire [7:0] pc_counter_out;
wire take_Branch;
wire [7:0] current_instruction;
wire branch;
wire ldh;
wire rd_ram;
wire ldc;
wire w_ram;
wire w_reg;
wire [1:0] op;
wire [7:0] read1;
wire [7:0] read2;
wire gt;
wire last_cycle_gt;
wire [7:0] alu_output;
wire [7:0] r_data;
wire [1:0] parsed_reg1;
wire [1:0] parsed_reg1_alt;
wire [1:0] parsed_reg2;
wire parsed_Direction;
wire [3:0] parsed_constant;
wire [6:0] negator_input;
wire [7:0] ldh_constant;
wire [7:0] ldl_constant;
wire [7:0] ldc_value;
wire [1:0] reg1;
wire [7:0] alu_output_or_r_data;
wire [7:0] w_data;
assign pc_counter_adder_a = (take_Branch) ? negator_output: 1;
assign pc_counter_adder_out = pc_counter_adder_a + pc_counter_out;
assign take_Branch = branch & last_cycle_gt;
assign parsed_reg1 = current_instruction[4:3];
assign parsed_reg2 = current_instruction[2:1];
assign parsed_reg1_alt = {1'b0, parsed_direction};
assign parsed_direction = current_instruction[4];
assign parsed_constant = current_instruction[3:0];
assign ldh_constant = {parsed_constant, read1[3:0]};
assign ldl_constant = {read1[7:4], parsed_constant};
assign ldc_value = (ldh) ? ldh_constant: ldl_constant;
assign negator_input = {3'b000, parsed_constant};
assign reg1 = (ldc) ? parsed_reg1_alt: parsed_reg1;
assign alu_output_or_r_data = (rd_ram) ? r_data: alu_output;
assign w_data = (ldc) ? ldc_value: alu_output_or_r_data;
assign leds = ~raw_leds;
d_register #(.WIDTH(8)) pc_counter (.d(pc_counter_adder_out), .q(pc_counter_out), .rst(rst), .clk(clk));
d_flipflop gt_flipflop (.d(gt), .q(last_cycle_gt), .rst(rst), .clk(clk));
memory #(.WORD_SIZE(8), .ADDRESS_SIZE(8)) data_memory (.addr(read2), .r_data(r_data), .w_data(read1), .w_en(w_ram), .rst(rst), .clk(clk), .leds(raw_leds), .button(button));
instruction_rom instruction_memory (.addr(pc_counter_out), .data(current_instruction));
alu #(.WIDTH(8)) main_alu (.a(read1),.b(read2),.c(alu_output), .op(op), .gt(gt));
negator #(.INPUT_WIDTH(7)) negate (.in(negator_input), .en(parsed_direction), .out(negator_output));
control_unit cu (.instruction(current_instruction[7:5]), .op(op), .branch(branch), .ldh(ldh), .rd_ram(rd_ram), .ldc(ldc), .w_reg(w_reg), .w_ram(w_ram));
register_file #(.DATA_WIDTH(8), .REGISTER_ID_WIDTH(2)) registers (.reg1(reg1), .reg2(parsed_reg2), .w_reg(reg1), .w_data(w_data), .w_en(w_reg), .clk(clk), .rst(rst), .read1(read1), .read2(read2));
endmodule
```
==> ci_impl_report.md <==
### Metrics collected by this job

| Metric | Value |
|---|---|
| Port bufs | `8` |
| Crit end category | `flip-flop` |
| Wirelength per Cell | `between 50 and 60 um` |
| Post-Synthesis Cells | `9789` |
| Slew Viols, Final | `0` |
| Synth Flop Type | `dfrtp_1` |
| Vias per std cell | `6.38` |
| XORs/XNORs by Area | `0.000767` |
| Routed vias | `92700` |
| AO/OA Area Share | `0.229` |
| Max cap viols | `0` |
| Critical path data required time | `21810 ps` |
| Crit path max fanout | `17` |
| R2R Path End | `registers.data[2][4]` |
| Reg2Reg Setup Slack | `between 10000 and 15000 ps` |
| DIE HEIGHT | `554 um` |
| Remaining DRCs | `0` |
| Post-Route WL | `783000 um` |
| Routability-driven placement congestion ratio | `between 1 and 1.5` |
| Finished Layout Cells | `14500` |
| Worst-Margin Slew | `between 1000 and 1500 ps` |
| Flip-flops with a built-in enable | `0` |
| Slew HR | `0.0379` |
| Dpl ws | `approximately 11000 ps` |
| Share of layout cells above drive strength 1 | `0.163` |
| Status | `complete, no violations` |
| Log Warnings | `about 51` |
| # IOs | `9` |
| Crit start category | `flip-flop` |
| Setup_tns | `0 ps` |
| H-tree Lvls | `4` |
| DR iter-0 viols | `11800` |
| Die area | `roughly 310000 um2` |
| Sink Count | `around 2100` |
| Die X | `554 um` |
| Global-route wire length before repair | `roughly 980000 um` |
| Hold path depth | `0` |
| WP data arrival | `~9900 ps` |
| Post-Synth Adder-Cell Area | `0.000767` |
| Fmax | `about 0.11 GHz` |
| Yosys Instances | `about 9800` |
| Post-CTS setup buffer count | `0` |
| Chip Area, Yosys | `approximately 91000 um2` |
| Async SR Flop Fraction | `1.00` |
| CTS Root Cell | `clkbuf_16` |
| Final ANT Viol Nets | `0` |
| Fin crit share | `0.435` |
| GRT Util Overall | `0.527` |
| Worst r2r path cells | `19` |
| Antenna violations before repair | `between 150 and 200` |
| Final Critical Period | `approximately 9100 ps` |
| CTS max path bufs | `4` |
| Hold WC Path Type | `reg2reg` |
| Setup CP Type | `reg2reg` |
| Vias in the first global route | `86300` |
| Top Layout Cells | `dfrtp_1, nor2_1, a21oi_1` |
| Initial core utilization | `0.302` |
| Static Leak | `around 48 nW` |
| Worst Hold Endpoint | `registers.data[3][2]` |
| VDD IR max | `about 0.089 mV` |
| Mapped Area | `a little over 90000 um2` |
| Cell Type Count | `approximately 94` |
| Rows | `approximately 200` |
| Ys Warns | `10` |
| Area grow syn2layout | `21.2%` |
| Post-CTS Hold Buffers | `0` |
| Reg-to-Reg Start | `pc_counter.q[0]` |
| MUX area fraction | `0.00454` |
| Post-Syn Area per Cell | `slightly above 9 um2` |
| Worst-path clk slew | `approximately 60 ps` |
| DR pass1 iterations | `10` |
| Clock latency (worst-skew pair) | `approximately 1100 ps` |
| Core outline area | `between 300000 and 400000 um2` |
| Num CTS Buffers | `between 200 and 250` |
| Synth logic family | `AND-OR/OR-AND gates` |
| Largest net degree at the start of global routing | `about 120` |
| Hold path start | `registers.data[3][2]` |
| #FFs+latches synth | `2080` |
| Setup violations, final | `0` |
| Fin Clk Skew | `137 ps` |
| Dominant logic cell type in the layout | `dfrtp_1` |
| Cell count after placement | `about 14000` |
| TritonCTS clock tree | `built` |
| Synth Seq Share | `0.569` |
| Cell Pwr Density | `78.3 nW/um2` |
| RSZ-0062 raised after global routing | `no` |
| Synth Area in Simple Gates | `0.156` |
| Setup ws final | `roughly 12000 ps` |
| Remaining global-route overflow | `0` |
| HPWL Detailed | `578000 um` |
| Total chip power | `slightly below 9 mW` |
| Final hold vios | `0` |
| Cts repair resizes | `0` |
layer usage:
layer	wire length [um]	vias to the layer above	GRT usage	part of all wire
met1	271000	46700	0.613	0.35
met3	132000	2147	0.367	0.17
met2	298000	7536	0.654	0.38
met5	1390	-	0.0333	0.0018
met4	80600	72	0.430	0.10
li1	-	36300	-	-
report_power, final:
group	internal (mW)	switching, mW	total [mW]
sequential	4.01	0.00169	4.01
combinational	0.00803	0.0876	0.0957
clock	2.63	1.94	4.57
Yosys cell counts (8+ instances only):
cell type	instances	share of area
and3_1	44	0.0030
and2_1	19	0.0013
dfrtp_1	2080	0.57
o2bb2ai_1	10	0.00096
nand2_1	961	0.039
a22o_1	73	0.0070
nor2b_1	9	0.00062
nand3b_1	8	0.00066
a222oi_1	88	0.0096
or3_1	10	0.00068
buf_4	13	0.0011
a221o_1	18	0.0020
o22ai_1	100	0.0068
nor4_1	107	0.0073
a32o_1	57	0.0062
a31oi_1	16	0.0011
o32ai_1	10	0.00096
nand3_1	218	0.012
o21ai_0	763	0.042
or4_1	17	0.0014
mux2_2	11	0.0014
o221ai_1	8	0.00077
a211oi_1	14	0.0011
nand2b_1	8	0.00055
a221oi_1	54	0.0052
nor2_1	1668	0.068
o22a_1	11	0.0011
o2111ai_1	11	0.0011
nor2_2	13	0.00089
nor3_1	139	0.0076
buf_1	80	0.0033
o211ai_1	18	0.0015
a21oi_1	1459	0.080
a32oi_1	208	0.020
clkbuf_1	584	0.024
and4_1	14	0.0013
nand4_1	119	0.0081
buf_2	180	0.0099
mux2i_1	28	0.0031
a2111oi_0	27	0.0026
inv_1	20	0.00082
a22oi_1	356	0.029
worst max-delay path, stage by stage (launching register included):
cell and delay [ps]:
dfrtp_1 460, inv_1 130, ha_1 500, nor2b_1 620
o21ai_0 270, o32ai_2 710, a211oi_4 40, buf_4 260
buf_4 310, nand2_1 860, buf_4 270, buf_4 450
a21oi_1 310, nor4_1 1250, buf_4 320, o2111ai_1 270
nor4_2 540, buf_4 240, nand4_1 550, a221o_1 490
flip-flops by register name, indices dropped and copies added (netlist names):
signal	flops
data_memory.mem	2040
registers.data	32
pc_counter.q	8
final cells by class:
| cell class | count | area, um2 |
|---|---|---|
| inverters | 24 | 93.8 |
| repair buffers | 989 | 7640 |
| diodes | 179 | 448 |
| flip-flops and latches | 2080 | 52000 |
| clock buffers | 345 | 7000 |
| fillers | 30200 | 192000 |
| clock inverters | 103 | 1340 |
| well taps | 3978 | 4980 |
| multi-input cells | 6823 | 37200 |
stage by stage:
| step | instance area (um2) | hold WS, ps | utilization |
|---|---|---|---|
| after global routing | 110000 | 425 | 0.365 |
| after detailed placement | 102000 | 394 | 0.336 |
| after floorplan | 91400 | 442 | - |
| after global placement | 102000 | 396 | 0.336 |
| after CTS | 110000 | 410 | 0.364 |
| final | 111000 | 406 | 0.365 |
kinds of logic after synthesis:
logic type	count (synthesis)
mux	40
fa+ha+maj	5
compound gates	3388
buf+inv	886
simple gates	3382
flops	2080
xor+xnor	8
worst max path at each step:
stage / startpoint / to / slack, ps / cells past startpoint
4_1_cts: rst / data_memory.mem[189][2] / 12450 / 9
5_1_grt: rst / data_memory.mem[73][3] / 11940 / 9
6_report: pc_counter.q[0] / registers.data[2][4] / 11860 / 19
Power and IR drop assume default switching activity.
